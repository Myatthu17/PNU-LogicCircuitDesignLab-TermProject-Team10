--- /design/flow/config.mk ---
export PLATFORM = sky130hd
export DESIGN_NAME = bin_to_bcd
export DESIGN_NICKNAME = bin_to_bcd
export VERILOG_FILES = /design/flow/design.v
export SDC_FILE = /design/flow/constraint.sdc
export NUM_CORES = 4
export LEC_CHECK = 1
export CORE_UTILIZATION = 30
--- /design/flow/constraint.sdc ---
current_design bin_to_bcd

set clk_period 2.5
set clk_io_pct 0.2

create_clock -name clk0 -period $clk_period [get_ports {CLK}]

set non_clock_inputs [all_inputs -no_clocks]
set_input_delay [expr $clk_period * $clk_io_pct] -clock clk0 $non_clock_inputs
set_output_delay [expr $clk_period * $clk_io_pct] -clock clk0 [all_outputs]
--- /design/flow/design.v ---
module bin_to_bcd (
    input CLK,
    input RESET,
    input [7:0] BIN_IN,
    input START_CONV,
    output reg [3:0] BCD_H,
    output reg [3:0] BCD_T,
    output reg [3:0] BCD_U,
    output reg CONV_DONE
);
    reg [7:0] bin_shift;
    reg [3:0] hundreds, tens, units;
    reg [3:0] shift_count;
    reg busy;
    localparam [1:0] S_IDLE = 2'd0,
                     S_SHIFT = 2'd1,
                     S_DONE  = 2'd2;
    reg [1:0] state, next_state;
    always @(posedge CLK or posedge RESET) begin
        if (RESET) begin
            state <= S_IDLE;
            bin_shift <= 8'd0;
            hundreds <= 4'd0;
            tens <= 4'd0;
            units <= 4'd0;
            shift_count <= 4'd0;
            busy <= 1'b0;
            CONV_DONE <= 1'b0;
        end else begin
            state <= next_state;
            case (state)
                S_IDLE: begin
                    CONV_DONE <= 1'b0;
                    if (START_CONV) begin
                        bin_shift <= BIN_IN;
                        hundreds <= 4'd0;
                        tens <= 4'd0;
                        units <= 4'd0;
                        shift_count <= 4'd0;
                        busy <= 1'b1;
                    end
                end
                S_SHIFT: begin
                    if (hundreds >= 5) hundreds <= hundreds + 3;
                    if (tens >= 5) tens <= tens + 3;
                    if (units >= 5) units <= units + 3;
                    {hundreds, tens, units, bin_shift} <= {hundreds, tens, units, bin_shift} << 1;
                    shift_count <= shift_count + 1;
                    if (shift_count == 8)
                        busy <= 1'b0;
                end
                S_DONE: begin
                    CONV_DONE <= 1'b1;
                end
            endcase
        end
    end
    always @(*) begin
        next_state = state;
        case (state)
            S_IDLE: if (START_CONV) next_state = S_SHIFT;
            S_SHIFT: if (!busy && shift_count >= 8) next_state = S_DONE;
            S_DONE: next_state = S_IDLE;
            default: next_state = S_IDLE;
        endcase
    end
    always @(posedge CLK) begin
        if (state == S_DONE) begin
            BCD_H <= hundreds;
            BCD_T <= tens;
            BCD_U <= units;
        end
    end
endmodule
--- /design/flow/run.sh ---
#!/bin/bash
# OpenROAD 26Q1-2900-gdf79404cd8, Yosys 0.63+post, stock flow scripts
make -C /OpenROAD-flow-scripts/flow DESIGN_CONFIG=/design/flow/config.mk WORK_HOME=/design/flow/orfs finish
==> results_dict.tcl <==
# collected from the flow reports
set metrics [dict create \
    status "completed" \
    vias 924 \
    ys_seq_share 0.703 \
    slew_headroom 0.542 \
    route.detailed.drc 0 \
    min_period_ns 1.79 \
    instances_no_fill 203 \
    stage_log_warnings 26 \
    rr_startpoint "state[2]" \
    finalCritPeriodShare 0.715 \
    tightest_slew_ns 0.687 \
    hpwl_um 1450 \
    wl_per_cell_um 11.2 \
    synthDominantAreaCellType "sky130_fd_sc_hd__dfrtp_1" \
    num_antenna_cells 0 \
    setup_tns_ns 0 \
    path_max_fanout 14 \
    timing.critical_path.from_type "primary input" \
    preCtsSetupSlack_ns 0.392 \
    clock-skew-final_ns 0.00446 \
    drt-pass1-iter-count 2 \
    synth_cell_type_count 22 \
    largest_net_degree_at_the_start_of_global_routing 35 \
    r2r-end "shift_count[3]" \
    fraction_of_final_layout_cells_sized_beyond_drive_strength_1 0.0882 \
    globalRoute.totalOverflow 0 \
    tritoncts_num_sinks 41 \
    top_achievable_clock_speed_ghz 0.559 \
    rsz0062_at_grt "false" \
    power.density_mw_per_mm2 625 \
    timing_worst_setup_path_type "in2reg" \
    synth.yosys.num_cells 109 \
    ys_warn_count 1 \
    worstRegToRegCells 4 \
    finalWirelength_um 2280 \
    via_count_of_the_first_global_routing_pass 836 \
    gpl.final_weighted_congestion 0.802 \
    setup_crit_end_kind "flop" \
    fp-utilization 0.319 \
    synth.avg_cell_area_um2 14.2 \
    final_area_mm2 0.00195 \
    cp_data_required_time_ns 2.73 \
    timing_hold_violations_final 0 \
    ys_chip_area_mm2 0.00155 \
    tritoncts_clock_tree "yes" \
    timing.hold.worst_endpoint "BCD_H[3]" \
    top_area_frac 0.453 \
    synth.cell_area_mm2 0.00155 \
    clkLatencyLatePin_ns 0.29 \
    final-seq-area_mm2 0.00109 \
    num_rows 25 \
    count_of_cells_resized_by_post_cts_repair 0 \
    setup.reg_to_reg.worst_slack_ns 0.89 \
    synth_cells 109 \
    fin_total_pwr_mw 1.22 \
    report.final.slew_viol_count 0 \
    timing.critical_path.slowest_stage_cell "sky130_fd_sc_hd__and2_0" \
    hold_path_origin "hundreds[3]" \
    static-leakage-power_nw 0.789 \
    utilization 0.403 \
    chip_area_mm2 0.00545 \
    cts-hold-fix-buffers 0 \
    grt_pass1_wl_um 3920 \
    drt_iter0_drc 70 \
    die_x_um 73.8 \
    max_cap_violations 0 \
    io_pins 24 \
    worst_hold_path.num_cells 0 \
    crit_chain "clkdlybuf4s50_1 > nand2b_1 > and2_0 > mux2_2" \
    port_buffers 23 \
    core_area_mm2 0.00485 \
    ctsRootBufferMaster "sky130_fd_sc_hd__clkbuf_8" \
    placedInstanceArea_mm2 0.00185 \
    clkSlewWorstSetupHoldPaths_ns 0.07 \
    clock_tree.buffer_depth 2 \
    postRouteAntennaNets 0 \
    cts_inserted_buffers 5 \
    chipHeight_um 73.8 \
    critical-path-max-stage-delay_ns 0.57 \
    hold_wc_path_type "reg2reg" \
    globalRouteTotalUtil 0.0956 \
    via_per_inst 4.55 \
    h_tree_level_count 2 \
    placed_instances 196 \
    antenna_found_initial 0 \
    worst_ep_arrival_time_ns 2.02 \
    cts_post_setup_buffers_inserted 0 \
    logic_area_um2 410 \
    post_synth_main_area_contributors "sky130_fd_sc_hd__dfrtp_1 (45%), sky130_fd_sc_hd__edfxtp_1 (23%), sky130_fd_sc_hd__a22o_1 (8.5%)" \
    area_growth_pct 26.2 \
    fillCellCount 429 \
    final.hold.worst_slack_ns 0.481 \
    final_setup_viols 0 \
    ir_drop_uv 281 \
    worst_slack_ns 0.711 \
    yosys_register_bits 41 \
]
-- synthesized netlist by cell type --
library cell,number
sky130_fd_sc_hd__a21o_1,1
sky130_fd_sc_hd__a21oi_1,2
sky130_fd_sc_hd__a22o_1,15
sky130_fd_sc_hd__and2_0,1
sky130_fd_sc_hd__and3_1,1
sky130_fd_sc_hd__buf_2,4
sky130_fd_sc_hd__buf_4,1
sky130_fd_sc_hd__dfrtp_1,28
sky130_fd_sc_hd__dfstp_2,1
sky130_fd_sc_hd__edfxtp_1,12
sky130_fd_sc_hd__ha_1,2
sky130_fd_sc_hd__inv_1,6
sky130_fd_sc_hd__mux2_2,1
sky130_fd_sc_hd__mux2i_1,7
sky130_fd_sc_hd__mux2i_2,1
sky130_fd_sc_hd__nand2_1,8
sky130_fd_sc_hd__nand2b_1,4
sky130_fd_sc_hd__nand3_1,1
sky130_fd_sc_hd__nor2_1,1
sky130_fd_sc_hd__o21ai_0,9
sky130_fd_sc_hd__o31ai_1,1
sky130_fd_sc_hd__or3_1,2
-- power breakdown --
group          switching (mW)  internal [mW]  leakage (nW)
Combinational          0.0128         0.0168         0.256
Sequential                  0          0.687         0.479
Clock                   0.215          0.290        0.0540
Total                   0.228          0.993         0.789
-- worst max-delay path by stage --
stage	start	to	slack, ns	cells past startpoint
after CTS	START_CONV	shift_count[0]	0.70	4
after global routing	START_CONV	shift_count[0]	0.60	4
final	START_CONV	shift_count[0]	0.71	4
-- flip-flops by register name, indices dropped and copies added, names as in the netlist --
signal,count
shift_count,4
BCD_H,4
BCD_T,4
CONV_DONE,1
bin_shift,8
BCD_U,4
tens,4
hundreds,4
units,4
state,3
busy,1
-- metal layers --
| metal | GRT usage | vias up | wire [um] |
|---|---|---|---|
| met3 | 0.0250 | 8 | 103 |
| met1 | 0.156 | 444 | 1180 |
| met5 | 0 | - | 0 |
| met4 | 0.0192 | 0 | 54 |
| li1 | - | 445 | - |
| met2 | 0.135 | 27 | 942 |
-- cells by family (layout without fill, tap and decap cells) --
kind of cell / Yosys count / after routing / synth area share
DFF: 41 / 41 / 0.703
AOI/OAI and AO/OA: 28 / 28 / 0.130
adders and majority gates: 2 / 2 / 0.0162
and+or+nand+nor: 18 / 18 / 0.0574
buffers and inverters: 11 / 38 / 0.0323
muxes: 9 / 9 / 0.0614
-- cell type report --
cell class	instances	share of cell area
Sequential cell	41	0.557
Multi-Input combinational cell	57	0.210
Timing Repair Buffer	25	0.126
Tap cell	67	0.0429
Clock buffer	5	0.0352
Clock inverter	2	0.0179
Inverter	6	0.0115
-- critical path: cells and delay by family --
kind / cells / cell delay [ns]
and+or+nand+nor: 2 / 0.72
buffers and inverters: 1 / 0.53
muxes: 1 / 0.27
-- placed cells by master (no fill, tap or decap), types with 2 or more instances in the layout --
cell type                         synthesis  layout
sky130_fd_sc_hd__mux2i_1                  7       7
sky130_fd_sc_hd__nand2b_1                 4       4
sky130_fd_sc_hd__edfxtp_1                12      12
sky130_fd_sc_hd__buf_4                    1       2
sky130_fd_sc_hd__dfrtp_1                 28      28
sky130_fd_sc_hd__or3_1                    2       2
sky130_fd_sc_hd__inv_1                    6       6
sky130_fd_sc_hd__ha_1                     2       2
sky130_fd_sc_hd__nand2_1                  8       8
sky130_fd_sc_hd__clkbuf_8                 0       5
sky130_fd_sc_hd__clkdlybuf4s50_1          0      23
sky130_fd_sc_hd__a22o_1                  15      15
sky130_fd_sc_hd__o21ai_0                  9       9
sky130_fd_sc_hd__a21oi_1                  2       2
Power is estimated from default activity; no workload was simulated.
