===== design.v =====
module freq_div(
    rst, clk, o_100, o_50, o_10, o_2
);
input rst, clk;
output o_100, o_50, o_10, o_2;
reg o_50, o_10, o_2;
reg [3:0] cnt_10;
reg [5:0] cnt_2;
assign o_100 = (rst) ? 0 : clk;
always @(posedge rst or posedge clk)
    if(rst) o_50 = 0;
    else    o_50 = ! o_50;
always @(posedge rst or posedge clk)
    if(rst) cnt_10 = 0;
    else
        if (cnt_10 >=9) cnt_10 = 0;
        else    cnt_10 = cnt_10 + 1;
always @(posedge rst or posedge clk)
    if (rst)    o_10 = 1'b0;
    else if (cnt_10 >=5)    o_10 = 1'b1;
    else    o_10 = 1'b0;
always @(posedge rst or posedge clk)
    if (rst)
        begin
            o_2 = 1'b0; cnt_2 = 0;
        end
    else
        if (cnt_2 >= 24)
            begin
                cnt_2 = 0; o_2 = ! o_2;
            end
        else
            cnt_2 = cnt_2 + 1;
endmodule

===== run.sh =====
#!/bin/bash
# OpenROAD 26Q1-2900-gdf79404cd8, Yosys 0.63+post, stock flow scripts
make -C /OpenROAD-flow-scripts/flow DESIGN_CONFIG=/design/flow/config.mk WORK_HOME=/design/flow/orfs finish

===== config.mk =====
export PLATFORM = sky130hd
export DESIGN_NAME = freq_div
export DESIGN_NICKNAME = freq_div
export VERILOG_FILES = /design/flow/design.v
export SDC_FILE = /design/flow/constraint.sdc
export NUM_CORES = 4
export LEC_CHECK = 1
export CORE_AREA = 10 10 83 83
export DIE_AREA = 0 0 93 93

===== constraint.sdc =====
current_design freq_div

set clk_period 1.8
set clk_io_pct 0.2

create_clock -name clk0 -period $clk_period [get_ports {clk}]

set non_clock_inputs [all_inputs -no_clocks]
set_input_delay [expr $clk_period * $clk_io_pct] -clock clk0 $non_clock_inputs
set_output_delay [expr $clk_period * $clk_io_pct] -clock clk0 [all_outputs]

==> Slide: Implementation Results <==
Key Metrics from the Run

Run status
  • Result of the run: finished clean

Routing
  • Detailed router's first-iteration violation count: 8
  • First drt pass iteration count: 3
  • Via-per-instance ratio: 2.87
  • Routed length per placed instance: 7.36 microns
  • DRC violations left: 0
  • Detail Route Antenna Nets: 0
  • Inserted Diodes: 0
  • Total vias in the final route: 379
  • Routed wire length: 972 microns

Floorplan
  • Die Span X: 93 microns
  • I/O pin total: 6
  • Vertical die size: 93 microns
  • Share of the core filled by cells before placement: 0.113
  • Core area: 5140 sq um
  • Total die size: 8650 sq um
  • Floorplan row count: 26

Synthesis
  • Post-synthesis compound-gate area fraction: 0.0751
  • MUX area fraction: 0.0365
  • Synth warnings: 1
  • Cell Type Count: 19
  • Post-Synthesis Mean Instance Area: 11.7 sq um
  • FF+latch count, synth: 13
  • XOR/XNOR Fraction of Synth Area: 0.0451
  • Chip area line of the yosys report: 583 sq um
  • Adder Area Share: 0.107
  • Main kind of combinational logic by area: simple AND/OR/NAND/NOR gates
  • And+or+nand+nor area frac: 0.127
  • Synthesized cell area: 583 sq um
  • Sequential-to-total area share from yosys stat: 0.558
  • Post-Syn Instances: 50
  • Ys cells: 50

Place
  • Quantity of I/O buffers inserted on ports: 5
  • Placed cell count: 125
  • Placement-stage worst setup slack: 0.0575 ns
  • Weighted congestion at the end of routability-driven global placement: 0.678
  • Post-detailed-placement half-perimeter wirelength: 698 microns

GRT
  • Initial antenna violation count: 0
  • Wire length of the first global-routing pass: 1.74 mm
  • Overall fraction of global-route tracks in use: 0.0245
  • Vias in the first global route: 435
  • GRT Residual Overflow: 0
  • Maximum number of pins on one net before global-route repair: 14

Flow run
  • Log Warnings: 31
  • Max Cap Violations: 0

Clock network
  • Clock Pin Slew Worst Setup and Hold Paths: 0.05 ns
  • TritonCTS clock tree: done
  • Post-cts hold buffer count: 0
  • Late-Pin Clk Latency: 0.34 ns

Critical path
  • Crit path DRT: 1.44 ns
  • Endpoint arrival time on the critical path: 1.41 ns
  • Capturing point of the worst reg2reg path: cnt_10[0]
  • Crit Reg-Reg Startpoint: cnt_10[0]
  • Critical path capture point type: output pin
  • Maximum fanout count along the critical path: 2
  • Critical path start-end classification: clock port to output pin
  • Nature of the critical path startpoint: clock port
  • R2R setup slack: 0.50 ns
  • FF-to-FF path depth: 4

Final layout
  • Most frequent cells in the layout: sky130_fd_sc_hd__dfrtp_1, sky130_fd_sc_hd__inv_1, sky130_fd_sc_hd__clkbuf_8
  • Top logic cell by instance count in the layout: sky130_fd_sc_hd__dfrtp_1
  • Layout Area Growth over Synthesis: 38.4%
  • Layout cell share with drive strength beyond 1: 0.113
  • Final instance count without filler cells: 132

Pwr
  • Largest vdd supply drop: 584 uV
  • Pwr Total: 824 uW
  • Total power density per cell area: 1020 nW/um^2
  • Leak pwr: 0.000350 uW

Worst hold path
  • Class of the worst hold path: primary input to asynchronous set/reset pin

Final timing
  • Post-route setup slack: 0.0287 ns
  • # setup viols final: 0
  • Slew at the pin closest to its max-slew limit: 0.507 ns
  • Final Max Slew Viols: 0
  • Maximum clock skew at final layout: 0.00124 ns
  • Worst slew slack as a fraction of its limit: 0.662
  • RSZ-0062 raised after global routing: false
  • Final hold viol count: 0
  • Aggregate negative setup slack: 0 ns
[per-stage QoR]
step / hold WS, ns / utilization / area (sq um)
2_1_floorplan: 0.237 / - / 583
6_report: 0.386 / 0.157 / 807
3_5_place_dp: 0.415 / 0.140 / 721
5_1_grt: 0.424 / 0.157 / 807
3_3_place_gp: 0.408 / 0.140 / 721
4_1_cts: 0.397 / 0.157 / 807
[state kept, by name, summed over array words and instances, names as in the netlist]
signal  cells
cnt_10      4
cnt_2       6
o_10        1
o_2         1
o_50        1
[layer usage]
layer | global-route usage | wire [microns] | up-vias
met5 | 0 | 0 | -
met4 | 0.00771 | 15 | 0
met3 | 0.0186 | 93 | 2
met2 | 0.0339 | 408 | 9
met1 | 0.0286 | 454 | 181
li1 | - | - | 187
[cells in the mapped netlist]
master	instances	area (sq um)
sky130_fd_sc_hd__dfrtp_1	13	325
sky130_fd_sc_hd__inv_1	7	26.3
sky130_fd_sc_hd__ha_1	5	62.6
sky130_fd_sc_hd__a21oi_1	3	15.0
sky130_fd_sc_hd__nor2_1	3	11.3
sky130_fd_sc_hd__xnor2_1	3	26.3
sky130_fd_sc_hd__a21o_1	2	15.0
sky130_fd_sc_hd__nand2b_1	2	12.5
sky130_fd_sc_hd__nand3_1	2	10.0
sky130_fd_sc_hd__a21boi_1	1	7.51
sky130_fd_sc_hd__and2_1	1	6.26
sky130_fd_sc_hd__conb_1	1	3.75
sky130_fd_sc_hd__mux2_1	1	11.3
sky130_fd_sc_hd__mux2i_1	1	10.0
sky130_fd_sc_hd__nand4b_1	1	8.76
sky130_fd_sc_hd__nor2b_1	1	6.26
sky130_fd_sc_hd__nor3b_1	1	7.51
sky130_fd_sc_hd__o22ai_1	1	6.26
sky130_fd_sc_hd__or3b_4	1	11.3
[power breakdown]
| part | internal (uW) | switching, uW | total [uW] |
|---|---|---|---|
| sequential | 311 | 14.2 | 325 |
| clock | 319 | 126 | 445 |
| combinational | 34.9 | 19.0 | 53.9 |
[cell type report]
type,count,area [sq um]
clock buffers,8,96.3
inverters,7,26.3
well taps,70,87.6
multi-input cells,30,231
flip-flops and latches,13,325
fillers,593,4330
repair buffers,4,40.0
[critical path: stages]
cell                              delay [ns]
sky130_fd_sc_hd__clkbuf_8               0.11
sky130_fd_sc_hd__clkbuf_8               0.11
sky130_fd_sc_hd__nor2b_1                0.12
sky130_fd_sc_hd__clkdlybuf4s15_1        0.17
[cell families after synthesis]
family          after synthesis
mux                           2
flops                        13
fa+ha+maj                     5
simple gates                 12
other cells                   1
buf+inv                       7
compound gates                7
xor+xnor                      3
[timing repair]
| action | in CTS | in global routing |
|---|---|---|
| resized | 2 | 0 |
| hold endpoints to repair | 0 | 0 |
| setup endpoints to repair | 1 | 0 |
| buffers inserted | 0 | 0 |
[worst max-delay path by stage]
stage / cells past startpoint / startpoint / slack, ns / to
global route: 4 / clk / 0.0002 / o_100
CTS: 4 / clk / 0.007 / o_100
finish: 4 / clk / 0.03 / o_100
Power is estimated from default activity; no workload was simulated.
