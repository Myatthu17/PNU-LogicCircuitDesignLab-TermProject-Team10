$ cat config.mk
export PLATFORM = sky130hd
export DESIGN_NAME = lcd_controller
export DESIGN_NICKNAME = lcd_controller
export VERILOG_FILES = /design/flow/design.v
export SDC_FILE = /design/flow/constraint.sdc
export NUM_CORES = 4
export LEC_CHECK = 1
export CORE_UTILIZATION = 40
$ cat constraint.sdc
current_design lcd_controller

set clk_period 3.3
set clk_io_pct 0.2

create_clock -name clk0 -period $clk_period [get_ports {CLK}]

set non_clock_inputs [all_inputs -no_clocks]
set_input_delay [expr $clk_period * $clk_io_pct] -clock clk0 $non_clock_inputs
set_output_delay [expr $clk_period * $clk_io_pct] -clock clk0 [all_outputs]
$ cat design.v
module lcd_controller (
    input CLK,
    input RESET,
    input [7:0] ASCII_DATA,
    input START_WRITE,
    input [3:0] DISPLAY_ADDR,
    output LCD_RS,
    output LCD_E,
    output [3:0] LCD_DATA
);
    parameter BAUD_RATE = 200;  
    localparam [3:0]
        S_INIT_1    = 4'd0, S_INIT_2    = 4'd1, S_INIT_3    = 4'd2,
        S_WAIT      = 4'd3,
        S_CMD_1_MSB = 4'd4, S_CMD_1_LSB = 4'd5,
        S_DATA_1_MSB= 4'd6, S_DATA_1_LSB= 4'd7;
    reg [3:0] state = S_INIT_1;
    reg [7:0] data_to_send;
    reg [19:0] delay_counter;
    reg [7:0] cmd_address; 
    reg busy_flag = 1'b0;
    reg LCD_RS_reg;
    reg LCD_E_reg;
    reg [3:0] LCD_DATA_reg;
    assign LCD_RS = LCD_RS_reg;
    assign LCD_E  = LCD_E_reg;
    assign LCD_DATA = LCD_DATA_reg;
    always @(posedge CLK or posedge RESET) begin
        if (RESET) begin
            state <= S_INIT_1;
            delay_counter <= 0;
            LCD_E_reg <= 1'b0;
            busy_flag <= 1'b1;
        end else begin
            if (state == S_CMD_1_LSB || state == S_DATA_1_LSB) LCD_E_reg <= 1'b0;
            case (state)
                S_INIT_1: begin  
                    LCD_RS_reg <= 1'b0;  
                    LCD_DATA_reg <= 4'h3;
                    if (delay_counter == (BAUD_RATE * 300)) begin  
                        LCD_E_reg <= 1'b1;
                        state <= S_INIT_2;
                        delay_counter <= 0;
                    end else delay_counter <= delay_counter + 1;
                end
                S_INIT_2: begin  
                    LCD_E_reg <= 1'b0;  
                    LCD_DATA_reg <= 4'h3;
                    if (delay_counter == (BAUD_RATE * 10)) begin 
                        LCD_E_reg <= 1'b1;
                        state <= S_INIT_3;
                        delay_counter <= 0;
                    end else delay_counter <= delay_counter + 1;
                end
                S_INIT_3: begin  
                    LCD_E_reg <= 1'b0;
                    LCD_DATA_reg <= 4'h3;
                    if (delay_counter == (BAUD_RATE * 1)) begin 
                        LCD_E_reg <= 1'b1;
                        data_to_send <= 8'h28;  
                        state <= S_CMD_1_MSB;  
                        delay_counter <= 0;
                    end else delay_counter <= delay_counter + 1;
                end
                S_WAIT: begin
                    busy_flag <= 1'b0;
                    if (START_WRITE) begin
                        busy_flag <= 1'b1;
                        cmd_address <= (DISPLAY_ADDR[3]) ? (8'hC0 + DISPLAY_ADDR[2:0]) : (8'h80 + DISPLAY_ADDR[2:0]);
                        data_to_send <= cmd_address;
                        state <= S_CMD_1_MSB;  
                        delay_counter <= 0;  
                    end
                end
                S_CMD_1_MSB: begin
                    LCD_RS_reg <= 1'b0;  
                    LCD_DATA_reg <= data_to_send[7:4];  
                    LCD_E_reg <= 1'b1;  
                    delay_counter <= 0;
                    state <= S_CMD_1_LSB;
                end
                S_CMD_1_LSB: begin
                    if (delay_counter == BAUD_RATE) begin 
                        LCD_E_reg <= 1'b0;
                        LCD_DATA_reg <= data_to_send[3:0];  
                        LCD_E_reg <= 1'b1;  
                        data_to_send <= ASCII_DATA;  
                        state <= S_DATA_1_MSB;
                        delay_counter <= 0;  
                    end else delay_counter <= delay_counter + 1;
                end
                S_DATA_1_MSB: begin
                    LCD_RS_reg <= 1'b1;  
                    LCD_DATA_reg <= data_to_send[7:4];  
                    LCD_E_reg <= 1'b1;
                    state <= S_DATA_1_LSB;
                end
                S_DATA_1_LSB: begin
                    if (delay_counter == BAUD_RATE) begin
                        LCD_E_reg <= 1'b0;
                        LCD_DATA_reg <= data_to_send[3:0];  
                        LCD_E_reg <= 1'b1;
                        state <= S_WAIT;
                        delay_counter <= 0;
                    end else delay_counter <= delay_counter + 1;
                end
                default: state <= S_INIT_1;
            endcase
        end
    end
endmodule
$ cat run.sh
#!/bin/bash
# OpenROAD 26Q1-2900-gdf79404cd8, Yosys 0.63+post, stock flow scripts
make -C /OpenROAD-flow-scripts/flow DESIGN_CONFIG=/design/flow/config.mk WORK_HOME=/design/flow/orfs finish
==> run_results.csv <==
group,metric,value,unit
status,status,"complete, no violations",
setup_path,slowest_stage,"or4b_4",
drt,drt_wl_total,4.46,mm
grt,grt_pass1_vias,1542,
setup_path,cp.arrival,2.77,ns
setup_path,startpoint_type,"flip-flop",
power_and_ir_drop,p_leak,0.971,nW
sta,layout_min_cycle_time,2.85,ns
floorplanning,dieArea,5910,sq um
setup_path,r2r-end,"data_to_send[5]",
placed_design,gp_congestion,0.861,
flow_run,warnings,26,
synth,xor_share,0.0547,
placed_design,port_buffers,20,
clocking,cts_sinks,41,
sta,drv_slew,0,
grt,antenna_found_initial,0,
setup_path,worstSetupPathType,"reg2reg",
setup_path,r2r_setup_slack,0.45,ns
synth,syn_area,2240,sq um
clocking,postCtsSetupBuffers,0,
synth,async_flop_share,0.585,
power_and_ir_drop,ir_drop,0.250,mV
synth,ff_type,"dfrtp_1",
floorplanning,core_area,5240,sq um
final_layout,top_regs,"delay_counter x20, data_to_send x8",
min_path,hold_path_class,"reg2reg",
clocking,numCtsBuffers,5,
clocking,cts_resized,0,
clocking,clock.latency.late_pin,0.29,ns
grt,grt_pass1_wl,7.67,mm
clocking,cts_htree_levels,2,
synth,yosys_cells,224,
drt,drc,0,
final_layout,largest_reg_flops,20,
final_layout,areaGrowthSynthToFinish,17.2,%
sta,fin_setup_tns,0,ns
synth,synth.distinct_cells,50,
sta,slew_headroom,0.540,
sta,max_freq,351,MHz
final_layout,drive_gt1_frac,0.137,
clocking,clock_path_buffers,2,
final_layout,final_cell_count_no_fill,318,
setup_path,reg2regPathDepth,6,
floorplanning,rows,26,
synth,mux_share,0.0179,
sta,tightest_slew,0.689,ns
final_layout,lay_top_cells,"27 x nor2_1, 24 x dfrtp_1, 22 x nand2_1",
setup_path,end_kind,"flip-flop",
sta,hold_viol,0,
drt,antennaDiodeCount,0,
sta,setup_viol_count_final,0,
synth,ys_seq_frac,0.496,
setup_path,r2r-start,"delay_counter[10]",
drt,ant_nets,0,
setup_path,startpoint,"delay_counter[10]",
grt,overflow,0,
final_layout,largest_register,"delay_counter",
synth,avgSynthCellArea,10.0,sq um
floorplanning,dieWidth,76.9,microns
final_layout,final.fill_count,476,
setup_path,crit_required,3.22,ns
clocking,cts_tree,"yes",
sta,finalClockPeriodUsage,0.863,
drt,first_iter_violations,91,
synth,yosys-stat-area,2240,sq um
clocking,postCtsHoldBufs,0,
synth,synthCells,224,
sta,skew,0.0103,ns
grt,gr-usage-all-layers,0.169,
drt,vias_per_cell,5.35,
synth,numSynthFlops,41,
synth,simple_gate_share,0.251,
floorplanning,initCoreUtil,0.428,
floorplanning,io_pins,21,
drt,via_count,1701,
clocking,clockRootBuffer,"clkbuf_8",
synth,adder_share,0.0112,
synth,synthAoiAreaFrac,0.135,
final_layout,final_common_cell,"nor2_1",
flow_run,max_cap_violations,0,
sta,rsz0062_at_grt,"false",
synth,yosysWarnings,1,
drt,wl_per_cell,14.0,microns
synth,topCombFamilyByArea,"simple AND/OR/NAND/NOR gates",
setup_path,cp_max_fo,8,
floorplanning,die_h,76.9,microns
setup_path,slowest_delay,0.55,ns
placed_design,dp_hpwl,3.20,mm
setup_path,crit_cells,6,
power_and_ir_drop,powerDensity,351,nW/um^2
grt,grt_max_degree,26,
setup_path,path_buffers,0,
clocking,cts.clk_slew.worst_paths,0.08,ns
setup_path,critPathTopFamily,"simple AND/OR/NAND/NOR gates",
setup_path,critical_path.cell_chain,"or4b_4, or3_4, or2_2, o21ai_0, a22oi_1, nor2_1",
synth,edf_count,17,
drt,first_pass_iters,4,
setup_path,critPathCapture,"data_to_send[5]",
placed_design,dp_cells,310,
synth_stat cells (4+ instances only):
master | number | share of area
a22oi_1 | 5 | 0.017
and3_1 | 7 | 0.020
clkbuf_1 | 8 | 0.013
dfrtp_1 | 24 | 0.27
edfxtp_1 | 17 | 0.23
inv_1 | 6 | 0.010
mux2i_1 | 4 | 0.018
nand2_1 | 22 | 0.037
nand4_1 | 4 | 0.011
nor2_1 | 27 | 0.045
nor2_2 | 10 | 0.028
nor3_1 | 5 | 0.011
nor3b_1 | 4 | 0.013
o21ai_0 | 12 | 0.027
xnor2_1 | 6 | 0.023
xor2_1 | 8 | 0.031
cell type report:
class	instances	area [sq um]	share of cell area
clock buffers	7	97.6	0.0372
clock inverters	1	5.00	0.00191
inverters	7	26.3	0.0100
multi-input cells	166	1050	0.401
flip-flops and latches	41	1110	0.423
well taps	70	87.6	0.0333
repair buffers	26	245	0.0934
metrics by stage:
step	hold WS (ns)	setup WS, ns	util	total power, mW	instance area, sq um
after floorplan	0.496	0.665	-	0.547	2240
after global placement	0.516	0.521	0.482	0.572	2520
after detailed placement	0.524	0.456	0.482	0.571	2520
after CTS	0.542	0.435	0.501	0.932	2630
after global routing	0.556	0.191	0.501	0.961	2630
final	0.538	0.454	0.501	0.923	2630
tightest hold or removal path: stages (launching register included):
cell	delay, ns
edfxtp_1	0.32
mux2i_1	0.06
nand2_1	0.06
cell families (layout without fill, tap and decap cells):
family | Yosys count | after routing
flip-flops | 41 | 41
AND/OR/NAND/NOR | 104 | 104
adder cells (fa/ha/maj) | 2 | 2
XOR/XNOR | 14 | 14
buffers and inverters | 17 | 41
AND-OR/OR-AND | 42 | 42
multiplexers | 4 | 4
per-layer routing:
layer  part of all wire  vias to the layer above  track usage
met5                  0                        -            0
met4             0.0096                        0       0.0192
met3              0.043                        5       0.0314
met2               0.44                       35        0.229
met1               0.50                      814        0.301
li1                   -                      847            -
power breakdown:
group          internal (mW)  switching, mW  total (mW)
Clock                  0.194          0.169       0.363
Sequential             0.531       0.000353       0.531
Combinational         0.0180         0.0110      0.0290
how the worst min path moves through the flow:
| stage | start | slack, ns | end | depth (start not counted) |
|---|---|---|---|---|
| 6_report | data_to_send[4] | 0.54 | LCD_DATA_reg[0] | 2 |
| 5_1_grt | data_to_send[1] | 0.56 | LCD_DATA_reg[1] | 2 |
| 4_1_cts | data_to_send[4] | 0.54 | LCD_DATA_reg[0] | 2 |
Power figures rest on the tool's default switching activity, not on a simulated workload.
